==> flow/config.mk <==
export PLATFORM = sky130hd
export DESIGN_NAME = sd_card
export DESIGN_NICKNAME = sd_card
export VERILOG_FILES = /design/flow/design.v
export SDC_FILE = /design/flow/constraint.sdc
export NUM_CORES = 4
export LEC_CHECK = 1
export CORE_UTILIZATION = 30
==> flow/constraint.sdc <==
current_design sd_card

set clk_period 4.3
set clk_io_pct 0.2

create_clock -name clk0 -period $clk_period [get_ports {io_ack}]
create_clock -name clk1 -period $clk_period [get_ports {io_din_strobe}]
create_clock -name clk2 -period $clk_period [get_ports {sd_sck}]

set non_clock_inputs [all_inputs -no_clocks]
set_input_delay [expr $clk_period * $clk_io_pct] -clock clk0 $non_clock_inputs
set_output_delay [expr $clk_period * $clk_io_pct] -clock clk0 [all_outputs]
==> flow/design.v <==
module sd_card (
	output [31:0] io_lba,
	output reg    io_rd,
	output reg    io_wr,
	input			  io_ack,
	output		  io_conf,
	output		  io_sdhc,
	input	[7:0]	  io_din,
	input 		  io_din_strobe,
	output [7:0]  io_dout,
	input 		  io_dout_strobe,
	input         allow_sdhc,
   input         sd_cs,
   input         sd_sck,
   input         sd_sdi,
   output reg    sd_sdo=1'b1
); 
reg req_io_rd = 1'b0;  
always @(posedge req_io_rd or posedge io_ack) begin
	if(io_ack) io_rd <= 1'b0;
	else 		  io_rd <= 1'b1;
end
reg req_io_wr = 1'b0;  
always @(posedge req_io_wr or posedge io_ack) begin
	if(io_ack) io_wr <= 1'b0;
	else 		  io_wr <= 1'b1;
end
wire [31:0] OCR = { 1'b1, io_sdhc, 30'h0 };   
wire [7:0] READ_DATA_TOKEN = 8'hfe;
localparam NCR=4;
localparam RD_STATE_IDLE       = 2'd0;
localparam RD_STATE_WAIT_IO    = 2'd1;
localparam RD_STATE_SEND_TOKEN = 2'd2;
localparam RD_STATE_SEND_DATA  = 2'd3;
reg [1:0] read_state = RD_STATE_IDLE;  
localparam WR_STATE_IDLE       = 3'd0;
localparam WR_STATE_EXP_DTOKEN = 3'd1;
localparam WR_STATE_RECV_DATA  = 3'd2;
localparam WR_STATE_RECV_CRC0  = 3'd3;
localparam WR_STATE_RECV_CRC1  = 3'd4;
localparam WR_STATE_SEND_DRESP = 3'd5;
localparam WR_STATE_BUSY       = 3'd6;
reg [2:0] write_state = WR_STATE_IDLE;  
reg [6:0] sbuf=7'b1111111; 
reg cmd55;
reg new_cmd_rcvd;
reg [7:0] cmd=8'd0;
reg [2:0] bit_cnt=3'd0;            
reg [3:0] byte_cnt= 4'd15;    
reg [31:0] lba;
assign io_lba = io_sdhc?lba:{9'd0, lba[31:9]};
reg [7:0] reply=8'd0;
reg [7:0] reply0, reply1, reply2, reply3;
reg [3:0] reply_len;
wire rd_wait_io = (read_state != RD_STATE_IDLE);
reg rd_io_ack_i = 1'b0;
always @(negedge io_ack or negedge rd_wait_io) begin
	if(!rd_wait_io) rd_io_ack_i <= 1'b0;
	else            rd_io_ack_i <= 1'b1;
end
wire wr_wait_io = (write_state == WR_STATE_BUSY);
reg wr_io_ack_i = 1'b0;
always @(negedge io_ack or negedge wr_wait_io) begin
	if(!wr_wait_io) wr_io_ack_i <= 1'b0;
	else            wr_io_ack_i <= 1'b1;
end
reg wr_io_ack;
reg rd_io_ack;
always @(posedge sd_sck) begin	
	rd_io_ack <= rd_io_ack_i;
	wr_io_ack <= wr_io_ack_i;
end
reg [7:0] buffer [511:0];
reg [8:0] buffer_rptr;
reg buffer_read_strobe;
wire buffer_dout_strobe = buffer_read_strobe || io_dout_strobe;
reg [7:0] buffer_dout;
assign io_dout = buffer_dout;
reg buffer_read_sector_done;
reg buffer_read_ciscid_done;
always @(posedge buffer_dout_strobe or posedge new_cmd_rcvd) begin
	if(new_cmd_rcvd == 1) begin
		buffer_rptr <= 9'd0;
		buffer_read_sector_done <= 1'b0;
		buffer_read_ciscid_done <= 1'b0;
	end else begin
		buffer_dout <= buffer[buffer_rptr];
		buffer_rptr <= buffer_rptr + 9'd1;
		if(buffer_rptr == 511) buffer_read_sector_done <= 1'b1;
		if(buffer_rptr == 15)  buffer_read_ciscid_done <= 1'b1;
	end
end
reg [8:0] buffer_wptr;
reg buffer_write_strobe;
wire buffer_din_strobe = io_din_strobe || buffer_write_strobe;
wire [7:0] buffer_din = (cmd == 8'h51)?io_din:{sbuf, sd_sdi};
always @(posedge buffer_din_strobe or posedge new_cmd_rcvd) begin
	if(new_cmd_rcvd == 1)
		buffer_wptr <= 9'd0;
	else begin
		buffer[buffer_wptr] <= buffer_din;	
		buffer_wptr <= buffer_wptr + 9'd1;
	end
end
wire [7:0] WRITE_DATA_RESPONSE = 8'h05;
assign io_conf = (csd_wptr == 0);   
reg [7:0] cid [15:0];
reg [7:0] csd [15:0];
reg [7:0] conf;
reg [7:0] cid_byte;
reg [7:0] csd_byte;
reg [5:0] csd_wptr = 6'd0;
wire io_has_sdhc = conf[0];
assign io_sdhc = allow_sdhc && io_has_sdhc;
always @(posedge io_din_strobe) begin
	if(!io_ack && (csd_wptr <= 32)) begin
		if(csd_wptr < 16)                        
			cid[csd_wptr[3:0]] <= io_din;	
		if((csd_wptr >= 16) && (csd_wptr < 32))  
			csd[csd_wptr[3:0]] <= io_din;	
		if(csd_wptr == 32)                       
			conf <= io_din;	
		csd_wptr	<= csd_wptr + 6'd1;
	end
end
always @(posedge buffer_dout_strobe) begin
	cid_byte <= cid[buffer_rptr[3:0]];
	csd_byte <= csd[buffer_rptr[3:0]];
end
reg illegal_read_state  ;
reg transmitter_folks=1'b0;
reg receiver_folks=1'b0;
always@(negedge sd_sck) begin
	if(sd_cs == 0) begin
		transmitter_folks <=1'b0;
		buffer_read_strobe <= 1'b0;
		sd_sdo <= 1'b1;				 
		req_io_rd <= 1'b0;
		if(byte_cnt == 5+NCR) begin
			sd_sdo <= reply[~bit_cnt];
			if(bit_cnt == 7) begin
				if((cmd == 8'h49)||(cmd == 8'h4a))
					read_state <= RD_STATE_SEND_TOKEN;       
				if(cmd == 8'h51) begin
					read_state <= RD_STATE_WAIT_IO;          
					req_io_rd <= 1'b1;                       
				end
			end
		end
		else if((reply_len > 0) && (byte_cnt == 5+NCR+1))
			sd_sdo <= reply0[~bit_cnt];
		else if((reply_len > 1) && (byte_cnt == 5+NCR+2))
			sd_sdo <= reply1[~bit_cnt];
		else if((reply_len > 2) && (byte_cnt == 5+NCR+3))
			sd_sdo <= reply2[~bit_cnt];
		else if((reply_len > 3) && (byte_cnt == 5+NCR+4))
			sd_sdo <= reply3[~bit_cnt];
		else begin
			if (byte_cnt > 5+NCR && read_state==RD_STATE_IDLE && write_state==WR_STATE_IDLE) begin
				transmitter_folks <=1'b1;
			end
			sd_sdo <= 1'b1;
		end
		case(read_state)
			RD_STATE_IDLE: ;
			RD_STATE_WAIT_IO: begin
				if(rd_io_ack && (bit_cnt == 7))
						read_state <= RD_STATE_SEND_TOKEN;
			end
			RD_STATE_SEND_TOKEN: begin
				sd_sdo <= READ_DATA_TOKEN[~bit_cnt];
				if(bit_cnt == 7) begin
					read_state <= RD_STATE_SEND_DATA;    
					buffer_read_strobe <= 1'b1;          
				end
			end
			RD_STATE_SEND_DATA: begin
				if(cmd == 8'h51) 							 
					sd_sdo <= buffer_dout[~bit_cnt];
				else if(cmd == 8'h49) 					 
					sd_sdo <= csd_byte[~bit_cnt];
				else if(cmd == 8'h4a) 					 
					sd_sdo <= cid_byte[~bit_cnt];
				else
					sd_sdo <= 1'b1;
				if(bit_cnt == 7) begin
					if((cmd == 8'h51) && buffer_read_sector_done)  
						read_state <= RD_STATE_IDLE;    
					else if(((cmd == 8'h49)||(cmd == 8'h4a)) && buffer_read_ciscid_done)  
						read_state <= RD_STATE_IDLE;    
					else
						buffer_read_strobe <= 1'b1;     
				end
			end
			default:
					illegal_read_state <= 1'b1;
		endcase
		if(write_state == WR_STATE_SEND_DRESP) 
			sd_sdo <= WRITE_DATA_RESPONSE[~bit_cnt];
		if(write_state == WR_STATE_BUSY) 
			sd_sdo <= 1'b0;
   end
end
reg illegal_write_state  ;
reg synced=1'b0;
always @(posedge sd_sck or posedge sd_cs) begin
	if(sd_cs == 1) begin
		bit_cnt <= 3'd0;
	        synced <= 1'b0;
	end else begin 
		illegal_write_state <= 1'b0;
		new_cmd_rcvd <= 1'b0;
		buffer_write_strobe <= 1'b0;
		req_io_wr <= 1'b0;
	   if(synced) begin
		   bit_cnt <= bit_cnt + 3'd1;
		end
		if((bit_cnt != 7) && (write_state==WR_STATE_EXP_DTOKEN) && ({ sbuf, sd_sdi} == 8'hfe )) begin
			write_state <= WR_STATE_RECV_DATA;
			bit_cnt<= 0;  
		end
		else if(bit_cnt != 7)
			sbuf[6:0] <= { sbuf[5:0], sd_sdi };
		else begin
			if(byte_cnt != 15)
				byte_cnt <= byte_cnt + 4'd1;			
 			if((byte_cnt > 5) && (write_state == WR_STATE_IDLE) && 
				(read_state == RD_STATE_IDLE) && !receiver_folks) begin  
				byte_cnt <= 4'd0;			
				cmd <= { sbuf, sd_sdi};
				new_cmd_rcvd <= 1'b1;
			   cmd55 <= (cmd == 8'h77);
			end
			if(byte_cnt == 0) lba[31:24] <= { sbuf, sd_sdi};
			if(byte_cnt == 1) lba[23:16] <= { sbuf, sd_sdi};
			if(byte_cnt == 2) lba[15:8]  <= { sbuf, sd_sdi};
			if(byte_cnt == 3) lba[7:0]   <= { sbuf, sd_sdi};			
			if(byte_cnt == 4) begin		
				reply <= 8'h04;      
				reply_len <= 4'd0;   
				receiver_folks<=1'b1;
				if(cmd == 8'h40)
					reply <= 8'h01;     
				else if(cmd == 8'h41)
					reply <= 8'h00;     
				else if(cmd == 8'h48) begin
					reply <= 8'h01;     
					reply0 <= 8'h00;
					reply1 <= 8'h00;
					reply2 <= 8'h01;
					reply3 <= 8'hAA;
					reply_len <= 4'd4;
				end
				else if(cmd == 8'h49)
					reply <= 8'h00;     
				else if(cmd == 8'h4a)
					reply <= 8'h00;     
				else if(cmd == 8'h50) begin
				   if(io_lba == 32'd512)
						reply <= 8'h00;     
				   else
						reply <= 8'h40;     
				end
				else if(cmd == 8'h51)
					reply <= 8'h00;     
				else if(cmd == 8'h58) begin
					reply <= 8'h00;     
					write_state <= WR_STATE_EXP_DTOKEN;   
					receiver_folks<=1'b0;
				end
			   else if(cmd55 && (cmd == 8'h69))
					reply <= 8'h00;     
				else if(cmd == 8'h77)
					reply <= 8'h01;     
				else if(cmd == 8'h7a) begin
					reply <= 8'h00;     
					reply0 <= OCR[31:24];    
					reply1 <= OCR[23:16];
					reply2 <= OCR[15:8];
					reply3 <= OCR[7:0];
					reply_len <= 4'd4;
				end
				else if(cmd == 8'h7b)
					reply <= 8'h00;  
			end
			case(write_state) 
				WR_STATE_IDLE: ;
				WR_STATE_EXP_DTOKEN:
					if({ sbuf, sd_sdi} == 8'hfe )
						write_state <= WR_STATE_RECV_DATA;
				WR_STATE_RECV_DATA: begin
					buffer_write_strobe <= 1'b1;
					if(buffer_wptr == 511)
						write_state <= WR_STATE_RECV_CRC0;
				end
				WR_STATE_RECV_CRC0:
					write_state <= WR_STATE_RECV_CRC1;
				WR_STATE_RECV_CRC1:
					write_state <= WR_STATE_SEND_DRESP;
				WR_STATE_SEND_DRESP: begin
					write_state <= WR_STATE_BUSY;
					req_io_wr <= 1'b1;                
				end
				WR_STATE_BUSY:
					if(wr_io_ack) begin
						write_state <= WR_STATE_IDLE;
						receiver_folks<=1'b1;
					end
				default:
					illegal_write_state <= 1'b1;
			endcase
		end
		if(!synced && !sd_sdi) begin
			synced <= 1'b1;
			bit_cnt <= 3'd1;  
			sbuf <=7'b1111110;  
			receiver_folks<=1'b0;
		end else if (synced && transmitter_folks && receiver_folks ) begin
			synced <= 1'b0;
			bit_cnt <= 3'd0;
			receiver_folks<=1'b0;
		end
	end
end
endmodule
==> flow/run.sh <==
#!/bin/bash
# OpenROAD 26Q1-2900-gdf79404cd8, Yosys 0.63+post, stock flow scripts
make -C /OpenROAD-flow-scripts/flow DESIGN_CONFIG=/design/flow/config.mk WORK_HOME=/design/flow/orfs finish
==> qor.log <==
qor: timing.timing_max_transition_violations_final 0
qor: route.drt_pass1_iterations 8
qor: die.fp_util 0.301
qor: die.die_h 758 µm
qor: placement.buffer_ports.inserted 57
qor: worst_setup_path.critical-path-top-delay-family buffers and inverters
qor: worst_setup_path.largest_fanout_of_any_net_on_the_critical_path 1
qor: route.drtAntennaViolNets 0
qor: route.vias_per_cell 5.74
qor: timing.finClkSkew 0.101 ns
qor: worst_setup_path.critPathSlowestCell sky130_fd_sc_hd__clkdlybuf4s50_1
qor: job.max_cap_violations 0
qor: layout.share_of_final_layout_standard_cells_stronger_than_drive_strength_1 0.184
qor: die.fp.dieArea 0.575 mm²
qor: placement.post-dp-hpwl 482 mm
qor: worst_setup_path.crit_path_end_kind primary output
qor: worst_setup_path.critical_path.reg2reg.startpoint bit_cnt[1]$_DFFE_PP0P_
qor: timing.worst-slew-pin-transition 1.41 ns
qor: worst_setup_path.r2r_cells 8
qor: synthesis.post_synth_num_cell_types 68
qor: timing.max_slew_margin 0.0484
qor: synthesis.synth_flop_count 4485
qor: timing.setup_viol 0
qor: synthesis.yosys_warnings 2
qor: worst_setup_path.reg2reg_slack 0.10 ns
qor: worst_setup_path.cp_num_buf_inv 1
qor: global_route.leftover_overflow_at_the_end_of_global_routing 0
qor: route.avgRoutedWirePerCell 36.4 µm
qor: power_and_ir_drop.cellLeakagePower 69.3 nW
qor: synthesis.syn-mean-instance-area 16.4 µm²
qor: power_and_ir_drop.power.density 373 mW/mm²
qor: die.core_area 0.569 mm²
qor: worst_setup_path.critPathRequiredTime 3.44 ns
qor: worst_setup_path.path_class register to primary output
qor: route.routed-via-count 113000
qor: route.detailedRoute.firstIterationViolations 10200
qor: clock_tree.clk_transition_reported_paths 0.06 ns
qor: worst_setup_path.crit_arrival 3.35 ns
qor: route.detail_route.drc_violations 0
qor: route.detailed_route_wl 717 mm
qor: synthesis.syn_area 0.172 mm²
qor: timing.timing.hold.ws -0.545 ns
qor: die.rows 277
qor: synthesis.ys_seq_share 0.783
qor: global_route.grt_max_degree 119
qor: layout.final_layout_top_logic_cell sky130_fd_sc_hd__edfxtp_1
qor: global_route.grt_antenna_before_repair 71
qor: run_status.run_status complete, but fails checks
qor: worst_setup_path.startpoint_type register
qor: clock_tree.number_of_hold_buffers_added_after_cts 0
qor: synthesis.ys_async_sr_fraction 0.00624
qor: worst_setup_path.crit_end sd_sdo
qor: placement.placed_cells 18600
qor: worst_setup_path.worst_r2r_endpoint sd_sdo$_SDFFCE_NP0N_
qor: layout.final_cell_mix 4438 x sky130_fd_sc_hd__edfxtp_1, 1119 x sky130_fd_sc_hd__a22oi_1, 1071 x sky130_fd_sc_hd__buf_4, 956 x sky130_fd_sc_hd__nor2_1, 907 x sky130_fd_sc_hd__nand3_1
qor: worst_setup_path.worstPathCellList clkdlybuf4s50_1
qor: worst_setup_path.critical_path.max_stage_delay 0.49 ns
qor: timing.hold_viol_final 15
qor: run_status.violations negative hold slack
qor: synthesis.instance_count_of_the_mapped_netlist 10500
qor: layout.area_growth_syn_to_layout 21.0%
qor: synthesis.yosysCellCount 10500
qor: job.stage_log_warnings 81
qor: die.i_o_pins 60
qor: global_route.grt_pass1_vias 117000
qor: synthesis.area_of_the_synthesized_netlist_per_yosys_stat 0.172 mm²
qor: clock_tree.tritoncts built
qor: global_route.first_pass_grt_wire_length 962 mm
qor: timing.count_of_unclocked_register_or_latch_pins 37
qor: worst_setup_path.critical_path_cell_count 1
qor: hold_path.min-delay-path-class clock port to register
qor: global_route.grt_use_total 0.264
qor: power_and_ir_drop.max-vdd-ir-drop 0.540 mV
qor: synthesis.number_of_enable_flip_flop_cells 4438
qor: die.floorplan.die.width 758 µm
qor: timing.endpoints_left_unconstrained 53
qor: layout.finish.cell_count_without_fillers 19700
qor: synthesis.ys_dominant_reg_cell sky130_fd_sc_hd__edfxtp_1
qor: placement.gp_weighted_congestion 1.04
qor: worst_setup_path.crit_start sd_sdo$_SDFFCE_NP0N_
==> cells in the mapped netlist (22+ instances only) <==
cell / number / area [µm²]
sky130_fd_sc_hd__ha_1: 24 / 300
sky130_fd_sc_hd__a32oi_1: 130 / 1140
sky130_fd_sc_hd__mux2_2: 33 / 372
sky130_fd_sc_hd__nor4_1: 185 / 1160
sky130_fd_sc_hd__inv_1: 23 / 86.3
sky130_fd_sc_hd__nand2_1: 170 / 638
sky130_fd_sc_hd__dfrtp_1: 26 / 651
sky130_fd_sc_hd__nor2_1: 964 / 3620
sky130_fd_sc_hd__clkbuf_1: 369 / 1390
sky130_fd_sc_hd__edfxtp_1: 4438 / 133000
sky130_fd_sc_hd__buf_6: 31 / 349
sky130_fd_sc_hd__or4_1: 53 / 398
sky130_fd_sc_hd__nand4_1: 400 / 2500
sky130_fd_sc_hd__buf_2: 148 / 741
sky130_fd_sc_hd__nor3_1: 30 / 150
sky130_fd_sc_hd__buf_1: 22 / 82.6
sky130_fd_sc_hd__a21oi_1: 29 / 145
sky130_fd_sc_hd__a22oi_1: 1119 / 8400
sky130_fd_sc_hd__mux4_2: 86 / 1940
sky130_fd_sc_hd__nand3_1: 932 / 4660
sky130_fd_sc_hd__a2111oi_0: 274 / 2400
sky130_fd_sc_hd__and3_1: 697 / 4360
==> stage by stage <==
stage | setup TNS (ns) | setup slack (ns) | area, µm² | utilization | total power [mW]
after floorplan | -4.93 | -0.486 | 172000 | - | 13.7
after global placement | -0.719 | -0.135 | 189000 | 0.332 | 15.0
after detailed placement | -0.444 | -0.0891 | 189000 | 0.332 | 15.1
after CTS | 0 | 0.0132 | 207000 | 0.364 | 78.0
after global routing | -0.0146 | -0.0146 | 207000 | 0.364 | 79.5
final | 0 | 0.0942 | 208000 | 0.365 | 77.5
==> layer usage <==
layer	wire, µm	global-route usage
met1	221000	0.275
met2	307000	0.359
met3	138000	0.230
met4	47700	0.139
met5	2690	0.0416
==> kinds of logic after synthesis <==
family / count (synthesis) / share of synthesized area
AND-OR/OR-AND: 1635 / 0.0741
XOR/XNOR: 19 / 0.000970
adder cells (fa/ha/maj): 24 / 0.00175
buffers and inverters: 613 / 0.0163
flip-flops: 4485 / 0.783
multiplexers: 121 / 0.0136
other: 1 / 0.0000219
AND/OR/NAND/NOR: 3591 / 0.110
==> repair_timing <==
| action | CTS | global route |
|---|---|---|
| pin swaps | 0 | 1 |
| resized | 8 | 4 |
| buffers inserted | 0 | 2 |
| endpoints found under the setup margin | 29 | 7 |
==> flip-flops by register name, summed over array words and instances, names as in the netlist, 2 cells and up <==
| signal | flops |
|---|---|
| cid | 128 |
| csd_byte | 8 |
| lba | 32 |
| cid_byte | 8 |
| read_state | 2 |
| sbuf | 7 |
| bit_cnt | 3 |
| buffer_rptr | 9 |
| buffer_dout | 8 |
| reply | 3 |
| buffer_wptr | 9 |
| byte_cnt | 4 |
| write_state | 3 |
| csd_wptr | 6 |
| reply0 | 2 |
| cmd | 8 |
| csd | 128 |
| buffer | 4096 |
==> layout make-up <==
class / instances / area [µm²]
diodes: 106 / 265
clock buffers: 684 / 15400
clock inverters: 304 / 3130
fillers: 52300 / 362000
inverters: 22 / 83.8
multi-input cells: 5394 / 35400
flip-flops and latches: 4485 / 134000
well taps: 7533 / 9430
repair buffers: 1176 / 9570
==> report_power, final <==
group	leakage, nW	total [mW]	internal, mW	switching [mW]
Clock	9.56	37.1	22.1	15.0
Sequential	40.7	37.5	36.9	0.650
Combinational	19.0	2.87	0.966	1.90
Total	69.3	77.5	59.9	17.6
==> how the worst min path moves through the flow <==
stage,start,to,slack [ns],depth (start not counted)
after CTS,io_ack,conf[0]$_DFFE_PP_,-0.54,5
final,io_ack,conf[0]$_DFFE_PP_,-0.55,5
after global routing,io_ack,conf[0]$_DFFE_PP_,-0.55,5
Power figures rest on the tool's default switching activity, not on a simulated workload.
