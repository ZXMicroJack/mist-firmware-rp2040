### flow/config.mk
export PLATFORM = sky130hd
export DESIGN_NAME = tape
export DESIGN_NICKNAME = tape
export VERILOG_FILES = /design/flow/design.v
export SDC_FILE = /design/flow/constraint.sdc
export NUM_CORES = 4
export LEC_CHECK = 1
export CORE_UTILIZATION = 30
### flow/constraint.sdc
current_design tape

set clk_period 8.1
set clk_io_pct 0.2

create_clock -name clk0 -period $clk_period [get_ports {clk}]
create_clock -name clk1 -period $clk_period [get_ports {iocycle}]

set non_clock_inputs [all_inputs -no_clocks]
set_input_delay [expr $clk_period * $clk_io_pct] -clock clk0 $non_clock_inputs
set_output_delay [expr $clk_period * $clk_io_pct] -clock clk0 [all_outputs]
### flow/design.v
module tape #(parameter ADDR_WIDTH=16) (
        input                   reset,
        input                   clk,
        input                   iocycle,
        input        downloading,    
        input [ADDR_WIDTH-1:0] size,           
			output reg audio_out,
        output     rd,
        output    [ADDR_WIDTH-1:0] a,
        input [7:0]   d
);
reg downloadingD;
reg [15:0] freq;
reg [5:0] header_cnt;
reg [31:0] clk_play_cnt;
reg [ADDR_WIDTH-1:0] payload_cnt;
reg iocycleD;
reg [31:0] bit_cnt;
reg [2:0] reload32;
assign rd = iocycle && ((header_cnt != 0) || (payload_cnt != 0));
assign a = (header_cnt != 0)?(25'h200000 + 25'd32 - header_cnt):
	(payload_cnt != 0)?(25'h200000 + size - payload_cnt):
	25'h12345;
reg [7:0] din;
always @(negedge iocycle)
	din <= d;
always @(posedge clk) begin
	downloadingD <= downloading;
	iocycleD <= iocycle;
	if(reset || downloading) begin
		freq <= 16'd1234;
		header_cnt <= 6'd0;
		payload_cnt <= 25'd0;
		reload32 <= 3'd0;
	end else begin
		if(!downloading && downloadingD)
			header_cnt <= 6'd32;
		if((header_cnt != 0) && !iocycle && iocycleD ) begin
			if(header_cnt == 6'h20 - 6'h19) freq[ 7:0] <= din;
			if(header_cnt == 6'h20 - 6'h1a) freq[15:8] <= din;
			header_cnt <= header_cnt - 6'd1;
			if(header_cnt == 1) begin
				payload_cnt <= size - 25'h20;
				bit_cnt <= 32'd1;
			end
		end
		if(payload_cnt != 0) begin
			if((bit_cnt <= 1) || (reload32 != 0)) begin
				if(!iocycle && iocycleD ) begin
					if(reload32 != 0) begin
						bit_cnt <= { din, bit_cnt[31:8] };
						reload32 <= reload32 - 3'd1;
					end else begin
						if(din != 0) begin
							bit_cnt <= { 24'd0, din};
						end else	
							reload32 <= 3'd4;
						audio_out <= !audio_out;
					end
					payload_cnt <= payload_cnt - 25'd1;
				end
			end else begin
				clk_play_cnt <= clk_play_cnt + { 16'h0000, freq};
				if(clk_play_cnt > 32'd28000000) begin	
					clk_play_cnt <= clk_play_cnt - 32'd28000000;
					bit_cnt <= bit_cnt - 32'd1;
				end
			end
		end
	end
end
endmodule
### flow/run.sh
#!/bin/bash
# OpenROAD 26Q1-2900-gdf79404cd8, Yosys 0.63+post, stock flow scripts
make -C /OpenROAD-flow-scripts/flow DESIGN_CONFIG=/design/flow/config.mk WORK_HOME=/design/flow/orfs finish
==> results.sh <==
# physical design summary
export IMPL_setup_violations=0
export IMPL_slew_headroom_pct=8.45
export IMPL_clkPwrFrac_pct=61.0
export IMPL_coreArea_um2=27000
export IMPL_worstPathArrival_ns=7.38
export IMPL_syn_area_per_cell_um2=8.49
export IMPL_antenna_cells=0
export IMPL_overflow=0
export IMPL_timing_rr_start="din[1]"
export IMPL_power_mw=2.80
export IMPL_io_pins=46
export IMPL_max_cap_violations=0
export IMPL_grt_antenna_before_repair=0
export IMPL_final_hold_viol_count=0
export IMPL_antenna_left=0
export IMPL_start_kind="clock port"
export IMPL_yosys_area_top_type_share_pct=23.5
export IMPL_fp_util_pct=30.7
export IMPL_synth_flops=116
export IMPL_internal_power_mw=2.03
export IMPL_die_area_um2=28400
export IMPL_die_x_um=168
export IMPL_p_sw_share_pct=27.5
export IMPL_tool_warnings=280
export IMPL_drive_gt1_share_pct=16.3
export IMPL_io_buffers=44
export IMPL_synthArstFlopShare_pct=0
export IMPL_drt_total_wl_mm=30.0
export IMPL_post_dp_hpwl_mm=16.1
export IMPL_area_growth_syn_to_layout_pct=54.9
export IMPL_yosysWarnings=1
export IMPL_clk_pin_slew_ns=0.07
export IMPL_crit_required_ns=8.21
export IMPL_ys_cells=979
export IMPL_crit_path_max_fanout=9
export IMPL_vias=9304
export IMPL_dr_pass1_iters=8
export IMPL_drcViolationCount=0
export IMPL_critPathKind="clk -> reg"
export IMPL_slew_viol_final=0
export IMPL_rows=60
export IMPL_ys_types=77
export IMPL_whs_path_depth=5
export IMPL_max_slew_worst_pin_slew_ns=1.36
export IMPL_via_per_inst=6.14
export IMPL_status="complete, no violations"
export IMPL_grt_pass1_vias=11000
export IMPL_p_seq_share_pct=24.8
export IMPL_powerDensity_nw_per_um2=218
export IMPL_largest_area_cell="edfxtp_1"
export IMPL_crit_start="iocycle"
export IMPL_netlist_instances=979
export IMPL_ir_drop_mv=0.272
export IMPL_postCtsSetupRepairBufs=0
export IMPL_die_h_um=168
export IMPL_combPwrFrac_pct=14.3
export IMPL_p_leak_nw=5.10
export IMPL_synth_seq_share_pct=35.8
export IMPL_rsz0062_at_grt="no"
export IMPL_hold_buffers=0
export IMPL_gp_congestion=0.943
export IMPL_first_iter_violations=1169
export IMPL_grt_usage_pct=22.4
export IMPL_fin_tns_setup_ns=0
export IMPL_min_path_type="clk -> reg"
export IMPL_yosys_area_um2=8310
export IMPL_min_from="iocycle"
export IMPL_tritoncts="done"
export IMPL_reg2regPathDepth=10
export IMPL_area_leaders="edfxtp_1 23%, dfxtp_1 12%, ha_1 6.5%"
export IMPL_grt_max_degree=46
export IMPL_grt_pass1_wl_mm=48.0
export IMPL_netlist_area_um2=8310
export IMPL_ff_type="edfxtp_1"
export IMPL_setup_worst_path_end_class="flop"
export IMPL_final_setup_skew_ns=0.00889
export IMPL_ctsResizeCount=0
export IMPL_power_switching_uw=770
export IMPL_edf_count=65
export IMPL_routedWlPerCell_um=19.8
-- cell usage in the layout, fill, tap and decap left out, types with 8 or more instances in the layout --
| cell | instances |
|---|---|
| clkbuf_16 | 134 |
| buf_4 | 10 |
| o31ai_1 | 10 |
| nand2b_1 | 9 |
| nor4_1 | 15 |
| clkbuf_1 | 20 |
| dfxtp_1 | 51 |
| xnor2_1 | 25 |
| nor2b_1 | 13 |
| a211oi_1 | 17 |
| a221o_1 | 8 |
| nand2_1 | 88 |
| a31oi_1 | 13 |
| ha_1 | 43 |
| mux2i_1 | 10 |
| a21oi_1 | 80 |
| clkdlybuf4s50_1 | 44 |
| o21ai_0 | 47 |
| o21ai_1 | 30 |
| nor3_1 | 53 |
| nand3_1 | 46 |
| o211ai_1 | 8 |
| o21a_1 | 10 |
| edfxtp_1 | 65 |
| inv_1 | 50 |
| or3_1 | 17 |
| nor2_1 | 82 |
| xor2_1 | 29 |
-- stage by stage --
step | worst slack (ns) | utilization (%) | cell area (um2) | std cells | hold WS [ns]
3_5_place_dp | 1.67 | 33.6 | 9070 | 1331 | 0.0277
2_1_floorplan | 2.11 | - | 8310 | 979 | 0.0277
5_1_grt | 0.612 | 47.6 | 12900 | 1516 | 0.220
6_report | 0.834 | 47.6 | 12900 | 1516 | 0.226
3_3_place_gp | 1.68 | 33.6 | 9070 | 1331 | 0.0277
4_1_cts | 0.796 | 47.6 | 12900 | 1516 | 0.223
-- synthesized netlist by cell type (all sizes together) (7+ instances only) --
cell / count
nor3: 56
dfxtp: 51
buf: 15
a311oi: 7
a31oi: 14
o211ai: 8
nor4: 18
a21oi: 80
nand3: 48
ha: 43
inv: 43
nor2: 85
nand2b: 9
nand2: 91
or4: 7
o21a: 10
or3: 17
o21ai: 77
mux2i: 10
clkbuf: 28
a221o: 8
xor2: 29
o31ai: 10
a211oi: 17
nand4: 7
edfxtp: 65
xnor2: 25
nor2b: 13
-- cells by family after synthesis --
kind of cell               after synthesis  share of synthesized area [%]
xor gates and xnor gates                54                           5.69
and+or+nand+nor                        378                           22.8
DFF                                    116                           35.8
adders and majority gates               45                           6.96
buffers and inverters                   86                           4.23
AOI/OAI and AO/OA                      290                           23.3
muxes                                   10                           1.20
-- cell type report --
| class | instances | area [um2] |
|---|---|---|
| tap | 341 | 427 |
| clock inverter | 31 | 365 |
| clock buffer | 156 | 3450 |
| inverter | 42 | 158 |
| fill | 2178 | 14200 |
| timing repair buffer | 53 | 505 |
| multi-input combinational | 777 | 5000 |
| sequential | 116 | 2970 |
-- power groups by stage --
stage / clock (mW) / combinational, mW / sequential (mW)
6_report: 1.71 / 0.400 / 0.693
5_1_grt: 1.78 / 0.430 / 0.696
4_1_cts: 1.74 / 0.394 / 0.691
-- state kept, by name, summed over array words and instances, names as in the netlist --
signal and cells:
iocycleD 1, header_cnt 6, audio_out 1, clk_play_cnt 32
din 8, payload_cnt 16, downloadingD 1, bit_cnt 32
reload32 3, freq 16
-- critical path, stage by stage --
cell and delay, ns:
clkbuf_16 0.12, clkbuf_16 0.13, clkbuf_16 0.13, clkbuf_16 0.14, clkbuf_16 0.13, nand2b_1 0.16, clkbuf_16 0.16, clkbuf_16 0.15
nor3b_1 0.33, clkbuf_16 0.22, clkbuf_16 0.11, and3_1 0.19, clkbuf_16 0.15, clkbuf_16 0.15, nor3_1 0.07, clkbuf_16 0.20
clkbuf_16 0.13, a221oi_1 0.34, o21ai_1 0.11, a31oi_1 0.15, nor2_1 0.06
-- worst paths after layout --
kind                                     to  slack [ns]
worst min-delay path               iocycleD        0.23
worst max-delay path            bit_cnt[22]        0.83
worst max register to register  bit_cnt[30]        1.35
min in group clk1                    din[2]        5.65
worst min register to register     freq[11]        0.47
max in group clk1                    din[6]        2.38
-- routing by layer --
layer	wire, um	track usage, %	up-vias
li1	-	-	4051
met1	11900	25.4	4247
met2	12200	24.9	813
met3	4360	19.2	193
met4	1530	20.3	0
met5	0	1.74	-
Power and IR drop assume default switching activity.
