--- flow/config.mk ---
export PLATFORM = sky130hd
export DESIGN_NAME = osd
export DESIGN_NICKNAME = osd
export VERILOG_FILES = /design/flow/design.v
export SDC_FILE = /design/flow/constraint.sdc
export NUM_CORES = 4
export LEC_CHECK = 1
export CORE_UTILIZATION = 30
--- flow/constraint.sdc ---
current_design osd

set clk_period 4.9
set clk_io_pct 0.2

create_clock -name clk0 -period $clk_period [get_ports {hs_in}]
create_clock -name clk1 -period $clk_period [get_ports {pclk}]
create_clock -name clk2 -period $clk_period [get_ports {sck}]

set non_clock_inputs [all_inputs -no_clocks]
set_input_delay [expr $clk_period * $clk_io_pct] -clock clk0 $non_clock_inputs
set_output_delay [expr $clk_period * $clk_io_pct] -clock clk0 [all_outputs]
--- flow/design.v ---
module osd (
	input 			pclk,
	input         sck,
	input         ss,
	input         sdi,
	input [5:0]  	red_in,
	input [5:0]  	green_in,
	input [5:0]  	blue_in,
	input				hs_in,
	input				vs_in,
	output [5:0]  	red_out,
	output [5:0]  	green_out,
	output [5:0]  	blue_out,
	output			hs_out,
	output			vs_out
);
parameter OSD_X_OFFSET = 10'd0;
parameter OSD_Y_OFFSET = 10'd0;
parameter OSD_COLOR    = 3'd0;
localparam OSD_WIDTH  = 10'd256;
localparam OSD_HEIGHT = 10'd128;
reg [7:0]      sbuf;
reg [7:0]      cmd;
reg [4:0]      cnt;
reg [10:0]     bcnt;
reg    			osd_enable;
reg [7:0] osd_buffer [2047:0];   
always@(posedge sck, posedge ss) begin
  if(ss == 1'b1) begin
      cnt <= 5'd0;
      bcnt <= 11'd0;
  end else begin
    sbuf <= { sbuf[6:0], sdi};
    if(cnt < 15)
      cnt <= cnt + 4'd1;
    else
      cnt <= 4'd8;
      if(cnt == 7) begin
       cmd <= {sbuf[6:0], sdi};
      bcnt <= { sbuf[1:0], sdi, 8'h00};
      if(sbuf[6:3] == 4'b0100)
        osd_enable <= sdi;
    end
    if((cmd[7:3] == 5'b00100) && (cnt == 15)) begin
      osd_buffer[bcnt] <= {sbuf[6:0], sdi};
      bcnt <= bcnt + 11'd1;
    end
  end
end
reg [9:0] h_cnt;
reg hsD, hsD2;
reg [9:0] hs_low, hs_high;
wire hs_pol = hs_high < hs_low;
wire [9:0] h_dsp_width = hs_pol?hs_low:hs_high;
wire [9:0] h_dsp_ctr = { 1'b0, h_dsp_width[9:1] };
always @(posedge pclk) begin
	hsD <= hs_in;
	hsD2 <= hsD;
	if(!hsD && hsD2) begin	
		h_cnt <= 10'd0;
		hs_high <= h_cnt;
	end
	else if(hsD && !hsD2) begin	
		h_cnt <= 10'd0;
		hs_low <= h_cnt;
	end 
	else
		h_cnt <= h_cnt + 10'd1;
end
reg [9:0] v_cnt;
reg vsD, vsD2;
reg [9:0] vs_low, vs_high;
wire vs_pol = vs_high < vs_low;
wire [9:0] v_dsp_width = vs_pol?vs_low:vs_high;
wire [9:0] v_dsp_ctr = { 1'b0, v_dsp_width[9:1] };
always @(posedge hs_in) begin
	vsD <= vs_in;
	vsD2 <= vsD;
	if(!vsD && vsD2) begin	
		v_cnt <= 10'd0;
		vs_high <= v_cnt;
	end
	else if(vsD && !vsD2) begin	
		v_cnt <= 10'd0;
		vs_low <= v_cnt;
	end 
	else
		v_cnt <= v_cnt + 10'd1;
end
wire [9:0] h_osd_start = h_dsp_ctr + OSD_X_OFFSET - (OSD_WIDTH >> 1);
wire [9:0] h_osd_end   = h_dsp_ctr + OSD_X_OFFSET + (OSD_WIDTH >> 1) - 1;
wire [9:0] v_osd_start = v_dsp_ctr + OSD_Y_OFFSET - (OSD_HEIGHT >> 1);
wire [9:0] v_osd_end   = v_dsp_ctr + OSD_Y_OFFSET + (OSD_HEIGHT >> 1) - 1;
reg h_osd_active, v_osd_active;
always @(posedge pclk) begin
	if(hs_in != hs_pol) begin
		if(h_cnt == h_osd_start) h_osd_active <= 1'b1;
		if(h_cnt == h_osd_end)   h_osd_active <= 1'b0;
	end
	if(vs_in != vs_pol) begin
		if(v_cnt == v_osd_start) v_osd_active <= 1'b1;
		if(v_cnt == v_osd_end)   v_osd_active <= 1'b0;
	end
end
wire osd_de = osd_enable && h_osd_active && v_osd_active;
wire [7:0] osd_hcnt = h_cnt - h_osd_start + 7'd1;   
wire [6:0] osd_vcnt = v_cnt - v_osd_start;
wire osd_pixel = osd_byte[osd_vcnt[3:1]];
reg [7:0] osd_byte; 
always @(posedge pclk)
  osd_byte <= osd_buffer[{osd_vcnt[6:4], osd_hcnt}];
wire [2:0] osd_color = OSD_COLOR;
assign red_out   = !osd_de?red_in:  {osd_pixel, osd_pixel, osd_color[2], red_in[5:3]  };
assign green_out = !osd_de?green_in:{osd_pixel, osd_pixel, osd_color[1], green_in[5:3]};
assign blue_out  = !osd_de?blue_in: {osd_pixel, osd_pixel, osd_color[0], blue_in[5:3] };
assign hs_out = hs_in;
assign vs_out = vs_in;
endmodule
--- flow/run.sh ---
#!/bin/bash
# OpenROAD 26Q1-2900-gdf79404cd8, Yosys 0.63+post, stock flow scripts
make -C /OpenROAD-flow-scripts/flow DESIGN_CONFIG=/design/flow/config.mk WORK_HOME=/design/flow/orfs finish
==> results.py <==
# Physical implementation metrics
metrics = {
    "synthesis": {
        "top_cell": "edfxtp_1",
        "synth_area_um2": 629900,
        "ys_cells": 39240,
        "ys_warn_count": 2,
        "synth_chip_area_um2": 629900,
        "common_cells": "edfxtp_1, nor2_1, a22oi_1, clkbuf_1, nand2_1",
        "flop_cell": "edfxtp_1",
        "synthDistinctLibCells": 98,
        "yosys.area.top_type_share": 0.7837,
        "netlist_instances": 39240,
        "yosysSeqAreaShare": 0.7853,
        "synth_area_per_cell_um2": 16.05,
        "ys.flops": 16490,
        "edf_count": 16440,
        "yosysTopAreaCell": "edfxtp_1",
        "synthArstFlopShare": 0.0009705,
        "area_leaders": "edfxtp_1, a22oi_1, nor2_1",
    },
    "global_route": {
        "grt_usage": 0.9121,
        "grt_pass1_vias": 828400,
        "grt_max_degree": 128,
        "grt.overflow.total": 14030,
        "grt_first_pass_wirelength_um": 11540000,
    },
    "placed_design": {
        "dp_slack_ps": -8513,
        "io_buffers": 41,
        "placed_cells": 80150,
        "placed_cell_area_um2": 837300,
        "place.gp.congestion": 1.408,
        "hpwl_um": 6797000,
    },
    "outcome": {
        "firstError": "[ERROR GRT-0116] Global routing finished with congestion. Check the congestion regions in the DRC Viewer.",
        "haltStage": "global routing (5_1_grt)",
        "status": "aborted with a tool error",
    },
    "floorplan": {
        "die_w_um": 1451,
        "initCoreUtil": 0.3005,
        "io_pins": 44,
        "dieHeight_um": 1451,
        "num_rows": 532,
    },
}
==> stage by stage <==
stage	utilization	hold slack [ps]
3_3_place_gp	0.3984	27.72
2_1_floorplan	-	27.72
4_1_cts	0.4313	-141.8
3_5_place_dp	0.3994	27.72
==> repair_timing <==
item / 4_1_cts
buffers inserted: 152
setup endpoints to repair: 109
cloned: 4
gates resized: 754
hold buffers: 2
pin swaps: 199
endpoints found under the hold margin: 8
==> layer usage <==
layer / GRT usage / GRT overflow
met1: 0.9137 / 3438
met2: 0.9561 / 3910
met3: 0.8985 / 3671
met4: 0.8474 / 2589
met5: 0.8621 / 425
==> cell families after synthesis <==
kind of cell,share of synthesized area
xor+xnor,0.0007906
fa+ha+maj,0.001176
compound gates,0.1282
buf+inv,0.01867
flops,0.7853
mux,0.001096
simple gates,0.06472
